[./design.v]
module and32(output logic [31:0] s, input logic [31:0] a,b);
genvar i;
generate
for (i=0;i<32;i++) begin: and_
and and_(s[i],a[i],b[i]);  
end
endgenerate
endmodule
module bancoreg32(input logic [4:0] a1,a2,a3, input logic ck,reset,we, input logic [31:0] data, output logic [31:0] reg1, reg2);
genvar i;
generate
for (i = 0; i < 32; i++) begin: rf_
bancoreg rf_(a1,a2,a3,ck,reset,we,data[i],reg1[i],reg2[i]);
end
endgenerate
endmodule
module datapath(input logic IorD,IRWrite,RegDst,MemtoReg,ALUSrcA,RegWrite,PCWrite,Branch,ck,rt, input logic [1:0] ALUSrcB,PCSrc, input logic [31:0] Memory,
input logic [2:0] ALUcontrole, output logic out_muxPC, output logic [5:0] opcode, funct);
logic [31:0] outSinalEx,outDesloca2,out_muxALU,data,instr,out_muxInstr,ALUout,data_a,data_b,RD1,RD2,srcA,srcB,ALUresult,out_muxWrite,PC,out_Jump;
logic PCEn,cout,zero,saidaAND,saidaOR;
flopenr32 reg_instr(Memory,IRWrite,ck,rt,instr);
flopenr32 reg_write(Memory,1,ck,rt,data);
flopenr32 reg_A(RD1,1,ck,rt,data_a);
flopenr32 reg_B(RD2,1,ck,rt,data_b);
flopenr32 reg_ALU(ALUresult,1,ck,rt,ALUout);
flopenr32 reg_PC(out_muxALU,PCEn,ck,rt,PC);
mux2_5 mux_instr(instr[20:16],instr[15:11],RegDst,out_muxInstr);
mux2_32 mux_write(ALUout,data,MemtoReg,out_muxWrite);
mux2_32 mux_PC(PC,ALUout,IorD,out_muxPC);
mux2_32 mux_reg(PC,data_a,ALUSrcA,srcA);
mux4_32 mux4_reg(data_b,4,outSinalEx,outDesloca2,ALUSrcB[0],ALUSrcB[1],srcB);
mux3_32 mux3_jump(ALUresult,ALUout,out_Jump,PCSrc[0],PCSrc[1],out_muxALU);
bancoreg32 reg_file(instr[25:21],instr[20:16],out_muxInstr,ck,rt,RegWrite,out_muxWrite,RD1,RD2);
ula32 ULA(srcA,srcB,0,ALUcontrole,ALUresult,cout,zero);
sinalex sign_extend(Memory[15:0],outSinalEx);
desloca2 shift_2(outSinalEx,outDesloca2);
deslocaPC shift_PC(PC[31:28],instr[25:0],out_Jump);
and and_PC(saidaAND,zero,Branch);
or or_PC(saidaOR,PCWrite,saidaAND);
assign opcode = instr[31:26];
assign funct = instr[5:0];
endmodule
module desloca2(input logic [31:0] a, output logic [31:0] s);
assign s = a << 2;
endmodule
module deslocaPC(input logic [3:0] PC, input logic [25:0] a, output logic [31:0] s);
assign s = {PC,a,2'b00};
endmodule
module flopenr32(input logic [31:0] d, input logic en, ck, rt, output logic [31:0] q);
always_ff @(posedge ck, posedge rt)
	if (rt) q <= 32'b0;
	else if (en) q <= d;
endmodule
module mux2_32(input logic [31:0] d0, d1, input logic s, output tri [31:0] y);
not inversor(ns, s);
tristate32 t0(d0, ns, y);
tristate32 t1(d1, s, y);
endmodule
module mux2_5(input logic [4:0] d0, d1, input logic s, output tri [4:0] y);
not inversor(ns, s);
tristate5 t0(d0, ns, y);
tristate5 t1(d1, s, y);
endmodule
module mux3_32(input logic [31:0] d0, d1, d2, input logic s0, s1, output tri [31:0] y);
logic [31:0] y_temp;
mux2_32 m0(d0, d1, s0, y_temp);
mux2_32 m1(y_temp, d2, s1, y);
endmodule
module mux4_32(input logic [31:0] d0, d1, d2, d3, input logic s0, s1, output tri [31:0] y);
logic [31:0] y0, y1;
mux2_32 m0(d0, d1, s0, y0);
mux2_32 m1(d2, d3, s0, y1);
mux2_32 m2(y0, y1, s1, y);
endmodule
module mux8(input logic [31:0] d0,d1,d2,d3,d4,d5,d6,d7, input logic [2:0] s, output tri [31:0] y);
logic [31:0] y0,y1;
mux4_32 m0(d0,d1,d2,d3,s[0],s[1],y0);
mux4_32 m1(d4,d5,d6,d7,s[0],s[1],y1);
mux2_32 m2(y0,y1,s[2],y);
endmodule
module nand32(output logic [31:0] s, input logic [31:0] a,b);
genvar i;
generate
for (i=0;i<32;i++) begin: nand_
nand nand_(s[i],a[i],b[i]);  
end
endgenerate
endmodule
module nor32(output logic [31:0] s, input logic [31:0] a,b);
genvar i;
generate
for (i=0;i<32;i++) begin: nor_
nor nor_(s[i],a[i],b[i]);  
end
endgenerate
endmodule
module or32(output logic [31:0] s, input logic [31:0] a,b);
genvar i;
generate
for (i=0;i<32;i++) begin: or_
or or_(s[i],a[i],b[i]);  
end
endgenerate
endmodule
module sinalex(input logic [15:0] a, output logic [31:0] s);
assign s = {{16{a[15]}},a};
endmodule
module somador(input logic a, b, cin, output logic s,cout);
logic p, g;
assign p = a ^ b;
assign g = a & b;
assign s = p ^ cin;
assign cout = g | (p & cin);
endmodule
module somador32(input logic [31:0] a, b, input logic cin, output logic [31:0] s, output logic cout);
logic [30:0] cout_temp;
genvar i;
somador sum_0(a[0],b[0],cin,s[0],cout_temp[0]);
generate
for (i=1;i<31;i++) begin: sum_
somador sum_(a[i],b[i],cout_temp[i-1],s[i],cout_temp[i]);
end
endgenerate
somador sum_31(a[31],b[31],cout_temp[30],s[31],cout);
endmodule
module stl(input logic [31:0] a,b, output logic [31:0] less);
logic [31:0] d;
logic bout;
subtrator32 sub(a,b,0,d,bout);
assign less[31:1] = 0;
assign less[0] = bout;
endmodule
module subtrator(input logic a, b, bin, output logic s,bout);
logic p, g;
not inv1(na,a);
not inv2(np,p);
assign p = a ^ b;
assign g = na & b;
assign s = p ^ bin;
assign bout = g | (np & bin);
endmodule
module subtrator32(input logic [31:0] a, b, input logic bin, output logic [31:0] d, output logic bout);
logic [30:0] bout_temp;
genvar i;
subtrator sub_0(a[0],b[0],bin,d[0],bout_temp[0]);
generate
for (i=1;i<31;i++) begin: sub_
subtrator sub_(a[i],b[i],bout_temp[i-1],d[i],bout_temp[i]);
end
endgenerate
subtrator sub_31(a[31],b[31],bout_temp[30],d[31],bout);
endmodule
module tristate32(input logic [31:0] a, input logic en, output tri [31:0] y);
assign y = en ? a : 32'bz;
endmodule	
module tristate5(input logic [4:0] a, input logic en, output tri [4:0] y);
assign y = en ? a : 5'bz;
endmodule	
module ula32(input logic [31:0] a,b, input logic cin, input logic [2:0] ULAcontrole, output logic [31:0] ULAsaida, output logic cout,zero);
logic [31:0] saidaAND,saidaOR,saidaNOR,saidaXOR,saidaNAND,saidaSTL,saidaADD,saidaSUB;
logic cou0,cout1;
and32 ULAand(saidaAND,a,b);  
or32 ULAor(saidaOR,a,b);  
nor32 ULAnor(saidaNOR,a,b);  
xor32 ULAxor(saidaXOR,a,b);  
nand32 ULAnand(saidaNAND,a,b);  
stl ULAstl(a,b,saidaSTL);  
somador32 ULAadd(a,b,cin,saidaADD,cout0);  
subtrator32 ULAsub(a,b,cin,saidaSUB,cout1);  
assign zero = (ULAsaida == 32'b00000000000000000000000000000000);
mux muxcout(cout0,cout1,ULAcontrole[2],cout);  
mux8 ULAmux(saidaAND,saidaOR,saidaADD,saidaNOR,saidaXOR,saidaNAND,saidaSUB,saidaSTL,ULAcontrole,ULAsaida);
endmodule
module xor32(output logic [31:0] s, input logic [31:0] a,b);
genvar i;
generate
for (i=0;i<32;i++) begin: xor_
xor xor_(s[i],a[i],b[i]);  
end
endgenerate
endmodule
module bancoreg(input logic [4:0] sa,sb,key, input logic ck,reset,wd,we, output logic reg1, reg2);
logic [31:0] out_dec, out_and, out_flopenr;
mux32 mux_a(out_flopenr,sa,reg1);
mux32 mux_b(out_flopenr,sb,reg2);
decoder dec(key,out_dec);
genvar i;
generate
for(i = 0;i < 32; i++) begin: registrador
and a(out_and[i],we,out_dec[i]);
flopenr registrador(wd,out_and[i],ck,reset,out_flopenr[i]);
end
endgenerate
endmodule
module decoder(input logic [4:0] key, output logic [31:0] out);
logic [31:0] temp = 1;
assign out = temp << key;
endmodule  
module flopenr(input logic d, en, ck, rt, output logic q);
always_ff @(posedge ck, posedge rt)
	if (rt) q <= 0;
	else if (en) q <= d;
endmodule
module mux(input logic d0, d1, s, output tri y);
not inversor(ns, s);
tristate t0(d0, ns, y);
tristate t1(d1, s, y);
endmodule
module mux32 (input logic [31:0] d, input logic [4:0] s, output logic y);
logic [7:0] yp;
logic [1:0] yp_2;
genvar i,j;
generate
for (i = 0; i < 8; i++) begin: m4_1
mux4 m4_1(d[4*i],d[4*i+1],d[4*i+2],d[4*i+3],s[0],s[1], yp[i]);
end
endgenerate
generate
for (j = 0; j < 2 ; j++) begin: m4_2
mux4 m4_2(yp[4*j],yp[4*j+1],yp[4*j+2],yp[4*j+3],s[2],s[3], yp_2[j]);
end
endgenerate
mux mux2(yp_2[0],yp_2[1],s[4],y);
endmodule
module mux4(input logic d0, d1, d2, d3, s0, s1, output tri y);
logic y0, y1;
mux m0(d0, d1, s0, y0);
mux m1(d2, d3, s0, y1);
mux m2(y0, y1, s1, y);
endmodule
module tristate(input logic a, en, output tri y);
assign y = en ? a : 1'bz;
endmodule	
[./run.sh]
#!/bin/bash
# OpenROAD 26Q1-2900-gdf79404cd8, Yosys 0.63+post, stock flow scripts
make -C /OpenROAD-flow-scripts/flow DESIGN_CONFIG=/design/flow/config.mk WORK_HOME=/design/flow/orfs finish
[./constraint.sdc]
current_design datapath

set clk_period 1.5
set clk_io_pct 0.2

create_clock -name clk0 -period $clk_period [get_ports {ck}]

set non_clock_inputs [all_inputs -no_clocks]
set_input_delay [expr $clk_period * $clk_io_pct] -clock clk0 $non_clock_inputs
set_output_delay [expr $clk_period * $clk_io_pct] -clock clk0 [all_outputs]
[./config.mk]
export PLATFORM = sky130hd
export DESIGN_NAME = datapath
export DESIGN_NICKNAME = datapath
export VERILOG_FILES = /design/flow/design.v
export SDC_FILE = /design/flow/constraint.sdc
export NUM_CORES = 4
export LEC_CHECK = 1
export CORE_AREA = 10 10 70 70
export DIE_AREA = 0 0 80 80
==> results.py <==
# Metrics from the implementation run
metrics = {
    "synthesis": {
        "yosys_cells": 39,
        "ys_seq_elements": 6,
        "yosys-stat-area_um2": 435,
        "synth.distinct_cells": 6,
        "yosys_warnings": 21,
        "ys_seq_share_pct": 34.5,
    },
    "outcome": {
        "outcome": "did not finish",
        "error_line": "ERROR: Found 16 problems in 'check -assert'.",
        "haltStage": "synthesis (1_2_yosys)",
    },
}
## kinds of logic after synthesis
logic type | share of synthesized area (%)
mux | 20.7
other cells | 1.72
flops | 34.5
buf+inv | 43.1
## synthesized netlist by cell type (all sizes together)
master,instances,area (um^2)
dfrtp,6,150
mux2,6,90.1
buf,24,184
conb,2,7.51
inv,1,3.75
